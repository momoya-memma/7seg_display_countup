**flow/run.sh**
```bash
#!/bin/bash
# OpenROAD 26Q1-2900-gdf79404cd8, Yosys 0.63+post, stock flow scripts
make -C /OpenROAD-flow-scripts/flow DESIGN_CONFIG=/design/flow/config.mk WORK_HOME=/design/flow/orfs finish
```
**flow/config.mk**
```make
export PLATFORM = sky130hd
export DESIGN_NAME = top_module
export DESIGN_NICKNAME = top_module
export VERILOG_FILES = /design/flow/design.v
export SDC_FILE = /design/flow/constraint.sdc
export NUM_CORES = 4
export LEC_CHECK = 1
export CORE_UTILIZATION = 30
```
**flow/constraint.sdc**
```tcl
current_design top_module

set clk_period 2.7
set clk_io_pct 0.2

create_clock -name clk0 -period $clk_period [get_ports {CLK100MHZ}]

set non_clock_inputs [all_inputs -no_clocks]
set_input_delay [expr $clk_period * $clk_io_pct] -clock clk0 $non_clock_inputs
set_output_delay [expr $clk_period * $clk_io_pct] -clock clk0 [all_outputs]
```
**flow/design.v**
```verilog
`timescale 1ns / 1ps
module top_module(
        input wire CLK100MHZ
        , input wire ck_rst
        , output wire [3:0] ja
        , output wire [3:0] jb
    );
    wire [7:0] disp_number;
    wire [3:0] disp_number_digit1;
    wire [3:0] disp_number_digit2;
    wire [6:0] disp_signal;
    wire [6:0] disp_signal_digit1;
    wire [6:0] disp_signal_digit2;
    wire sel;
    one_sec_counter one_sec_counter(.clk(CLK100MHZ), .rst(ck_rst), .num(disp_number));
    split_digit split_digit(.num(disp_number), .digit1(disp_number_digit1), .digit2(disp_number_digit2));
    convert_num_to_segment convert_num_to_segment_digit1(.clk(CLK100MHZ),.num(disp_number_digit1), .rst(ck_rst), .segment(disp_signal_digit1));
    convert_num_to_segment convert_num_to_segment_digit2(.clk(CLK100MHZ),.num(disp_number_digit2), .rst(ck_rst), .segment(disp_signal_digit2));
    toggle_sel toggle_sel(.clk(CLK100MHZ), .rst(ck_rst), .sel(sel));
    toggle_digit toggle_digit(.clk(CLK100MHZ), .sel(sel), .digit1(disp_signal_digit1), .digit2(disp_signal_digit2), .disp(disp_signal));
    assign ja[0] = disp_signal[0];
    assign ja[1] = disp_signal[1];
    assign ja[2] = disp_signal[2];
    assign ja[3] = disp_signal[3];
    assign jb[0] = disp_signal[4];
    assign jb[1] = disp_signal[5];
    assign jb[2] = disp_signal[6];
    assign jb[3] = sel;
endmodule
module one_sec_counter(input wire clk, input wire rst, output reg [7:0] num);
    reg [26:0] one_sec_counter;
    parameter CLK_OF_1SEC = 100000000;
    always @ (posedge clk) begin
        if(rst == 0) begin 
            one_sec_counter <= 27'b0;
            num <= 8'b0;
        end else begin
            if(one_sec_counter > CLK_OF_1SEC ) begin
                one_sec_counter <= 27'b0;
                if(num == 8'hFF) begin
                    num <= 8'b0;
                end else begin
                    num <= num+8'b1;
                end
            end else begin
                one_sec_counter <= one_sec_counter + 27'b1;
            end
        end
    end
endmodule
module split_digit(input wire [7:0]num, output wire [3:0]digit1, output wire [3:0]digit2);
    assign digit1 = num[3:0];
    assign digit2 = num[7:4];
endmodule
module convert_num_to_segment(input wire clk, input wire rst, input wire [3:0] num, output reg [6:0] segment);
    always @(posedge clk) begin 
        if(rst == 0) begin
            segment <= 0;
        end else begin
            segment <= segdec(num);
        end
    end
    function [6:0] segdec; 
        input [7:0] din;
        begin
            case(din)
                4'h0 : segdec = 7'b0111111;
                4'h1 : segdec = 7'b0000110;
                4'h2 : segdec = 7'b1011011;
                4'h3 : segdec = 7'b1001111;
                4'h4 : segdec = 7'b1100110;
                4'h5 : segdec = 7'b1101101;
                4'h6 : segdec = 7'b1111101;
                4'h7 : segdec = 7'b0100111;
                4'h8 : segdec = 7'b1111111;
                4'h9 : segdec = 7'b1101111;
                4'hA : segdec = 7'b1110111; 
                4'hB : segdec = 7'b1111100; 
                4'hC : segdec = 7'b0111001; 
                4'hD : segdec = 7'b1011110; 
                4'hE : segdec = 7'b1111001; 
                4'hF : segdec = 7'b1110001; 
                default:segdec = 7'b1000000;
            endcase
        end
    endfunction
endmodule
module toggle_sel(input wire clk, input wire rst,output reg sel);
    parameter count_up = 1000000; 
    reg [19:0] counter;
    always @ (posedge clk) begin
        if(rst == 0) begin
            sel <= 0;
            counter <= 20'b0;
        end else begin
            if(counter == count_up) begin
                counter <= 20'b0;
                sel <=~sel;
            end else begin
                counter <= counter +20'b1;
            end
        end
    end
endmodule
module toggle_digit(input wire clk, input wire sel, input wire [6:0] digit1, input wire [6:0] digit2, output reg [6:0] disp );
    always @ (posedge clk) begin
        if(sel == 0) begin
            disp <= digit1;
        end else begin
            disp <= digit2;
        end
    end
endmodule
```
==> results.sh <==
# source this file to load flow results
export IMPL_grt_pass1_vias=2540
export IMPL_yosys_warnings=4
export IMPL_syn_area_mm2=0.003716
export IMPL_edf_count=0
export IMPL_clkSlewWorstSetupHoldPaths_ps=60
export IMPL_fin_cells=590
export IMPL_dieArea_mm2=0.01284
export IMPL_cts_tree="yes"
export IMPL_tns_ps=0
export IMPL_ir_drop_mv=0.3550
export IMPL_fmax_mhz=417.2
export IMPL_cp_cell_sequence="or4_1, or4_1, nor2_2, o21ai_4, nor2_1"
export IMPL_drive_gt1_frac=0.1209
export IMPL_comb_power_share=0.025
export IMPL_dieHeight_um=113.3
export IMPL_vias=2742
export IMPL_post_cts_resized=0
export IMPL_wl_per_cell_um=11.29
export IMPL_synthCells=409
export IMPL_top_area_frac=0.4148
export IMPL_grt_pass1_wl_mm=11.83
export IMPL_warning_count=40
export IMPL_fillCellCount=1173
export IMPL_final_setup_viol_count=0
export IMPL_swShare=0.2170
export IMPL_ff_type="dfxtp_1"
export IMPL_dp_cells=574
export IMPL_holdCritPathClass="register to register"
export IMPL_pwr_share_seq=0.479
export IMPL_drt_iter0_markers=138
export IMPL_pwr_share_clk=0.496
export IMPL_grt_setup_unrepaired="false"
export IMPL_initial_core_util=0.3081
export IMPL_ys_cells=409
export IMPL_drc=0
export IMPL_num_antenna_cells=0
export IMPL_outcome="finished clean"
export IMPL_drtPass1Iterations=4
export IMPL_cp_data_required_time_ps=2960
export IMPL_placement_rows=40
export IMPL_ys_flops=77
export IMPL_core_mm2=0.01206
export IMPL_antenna_left=0
export IMPL_gp_routability_congestion=0.8214
export IMPL_relSlewSlack=0.4525
export IMPL_grt_max_degree=27
export IMPL_cts_setup_buffers=0
export IMPL_worstPathArrival_ps=2660
export IMPL_cp_top_family="simple AND/OR/NAND/NOR gates"
export IMPL_io_pins=10
export IMPL_postSynthAreaPerCell_um2=9.086
export IMPL_p_leak_nw=1.444
export IMPL_skew_ps=6.588
export IMPL_crit_path_top_delay_cell="or4_1"
export IMPL_hold_viol_final=0
export IMPL_die_w_um=113.3
export IMPL_worstSkewPairLatency_ps=330
export IMPL_clock_sinks=77
export IMPL_ys_chip_area_mm2=0.003716
export IMPL_worst_setup_path_start_kind="register"
export IMPL_largest_area_cell="dfxtp_1"
export IMPL_dpl_instance_area_mm2=0.003945
export IMPL_wirelength_mm=6.663
export IMPL_cts_max_path_buffers=2
export IMPL_cp_buffers_inverters=0
export IMPL_max_cap_viol_count=0
export IMPL_port_buffers=9
export IMPL_cts_max_level=3
export IMPL_cts_hold_buf=0
export IMPL_synthArstFlopShare=0
export IMPL_top_cells_by_area="dfxtp_1, ha_1, nor2_1"
export IMPL_finalClockPeriodUsage=0.8878
export IMPL_clockRootBuffer="clkbuf_16"
export IMPL_power_switching_mw=0.5306
export IMPL_grtUsageTotal=0.1116
export IMPL_grt_ovfl_total=0
export IMPL_cts_buffers=9
export IMPL_ys_types=47
export IMPL_end_kind="register"
export IMPL_antenna_found_initial=0
export IMPL_place_hpwl_mm=4.373
export IMPL_crit_type="register to register"
export IMPL_critPathMaxFanout=26
export IMPL_fin_crit_ps=2397
export IMPL_cp_slowest_stage_delay_ps=540
export IMPL_viasPerCell=4.647
export IMPL_cp_common_cell="or4_1"
export IMPL_p_per_area_mw_per_mm2=575.5
export IMPL_maxSlewViolCount=0
export IMPL_area_growth_pct=14.34
export IMPL_design_area_mm2=0.004249
export IMPL_p_int_mw=1.915
export IMPL_worstMarginPinSlew_ps=818.2
export IMPL_ys_seq_frac=0.4148
-- logic make-up after synthesis --
kind of cell / Yosys count / synth area share
buffers and inverters: 35 / 0.04747
AND/OR/NAND/NOR: 181 / 0.2471
flip-flops: 77 / 0.4148
AND-OR/OR-AND: 41 / 0.08418
adder cells (fa/ha/maj): 19 / 0.06397
multiplexers: 12 / 0.03872
XOR/XNOR: 44 / 0.1037
-- flip-flops by register name, indices dropped and copies added (netlist names) --
name and flops:
convert_num_to_segment_digit1.segment 7, convert_num_to_segment_digit2.segment 7, one_sec_counter.num 8, one_sec_counter.one_sec_counter 27
toggle_digit.disp 7, toggle_sel.counter 20, toggle_sel.sel 1
-- worst paths after layout --
path | from | endpoint | slack (ps) | cells after the start
max | one_sec_counter.one_sec_counter[17]$_SDFF_PP0_ | one_sec_counter.one_sec_counter[11]$_SDFF_PP0_ | 300 | 5
min | convert_num_to_segment_digit1.segment[3]$_SDFF_PN0_ | toggle_digit.disp[3]$_DFF_P_ | 450 | 1
max reg2reg | one_sec_counter.one_sec_counter[17]$_SDFF_PP0_ | one_sec_counter.one_sec_counter[11]$_SDFF_PP0_ | 300 | 5
min reg2reg | convert_num_to_segment_digit1.segment[3]$_SDFF_PN0_ | toggle_digit.disp[3]$_DFF_P_ | 450 | 1
-- Yosys cell counts, drive strengths merged, types with 2 or more instances --
library cell	instances
a211oi	3
a21oi	6
a221oi	2
a311oi	5
and3	3
and4	4
buf	5
clkbuf	12
dfxtp	77
ha	19
inv	18
mux2	9
mux2i	2
nand2	25
nand2b	2
nand3	21
nand4	17
nor2	70
nor2b	2
nor3	14
nor4	5
nor4b	3
o21ai	7
o21bai	2
o311ai	5
o31ai	4
o41ai	3
or2	4
or4	6
xnor2	21
xor2	23
-- cell usage in the layout, fill, tap and decap left out, drive strengths merged, types with 3 or more instances in the layout --
cell,netlist,final
nor4b,3,3
o21ai,7,7
o311ai,5,5
inv,18,22
clkdlybuf4s50,0,9
a211oi,3,3
buf,5,5
nor2,70,70
nand3,21,21
and3,3,3
nor3,14,14
nand4,17,17
xnor2,21,21
dfxtp,77,77
a21oi,6,6
mux2,9,9
a311oi,5,5
xor2,23,23
and4,4,4
nor4,5,5
o31ai,4,4
ha,19,19
clkbuf,12,9
o41ai,3,3
or4,6,6
or2,4,4
nand2,25,25
-- layer usage --
layer	vias up	GRT usage	part of all wire
li1	1449	-	-
met1	1260	0.1678	0.53
met2	29	0.1701	0.43
met3	4	0.02784	0.035
met4	0	0.01140	0.0077
met5	-	0	0
-- worst reg2reg max path, stage by stage, from the launching register on --
cell and delay [ps]:
dfxtp_1 340, or4_1 540, or4_1 500, nor2_2 420, o21ai_4 310, nor2_1 200
-- power groups by stage --
stage / Combinational (mW) / Clock [mW] / Sequential, mW
after CTS: 0.0628 / 1.24 / 1.17
after global routing: 0.0700 / 1.31 / 1.17
final: 0.0621 / 1.21 / 1.17
-- through the flow --
step                power, mW    util  worst slack, ps  hold slack [ps]
detailed placement      1.258  0.3271            350.4            441.2
floorplan               1.238       -            711.9            432.9
CTS                     2.475  0.3523            327.5            457.3
global route            2.548  0.3523            190.5            468.6
finish                  2.445  0.3523            303.0            454.0
global placement        1.257  0.3271            400.0            436.1
-- final cells by class --
cell class / instances / area, µm² / share of cell area
inverter: 18 / 67.56 / 0.01590
clock buffer: 9 / 225.2 / 0.05300
tap: 168 / 210.2 / 0.04947
timing repair buffer: 14 / 127.6 / 0.03004
sequential: 77 / 1541 / 0.3628
clock inverter: 7 / 78.83 / 0.01855
multi-input combinational: 297 / 1998 / 0.4703
Power figures rest on the tool's default switching activity, not on a simulated workload.
